==> flow/design.v <==
`timescale 1ns / 1ps
module Baud_Rate_Generator(
    input clk,
    input reset,
    output reg tx_clk,
    output reg rx_clk
    );
    reg [12:0] Counter_tx;
    reg [8:0] Counter_rx;
    always@(posedge clk)
    begin
        if(reset)
        begin
            Counter_tx <= 0;
            tx_clk <= 0;
        end
        else
        begin
            if(Counter_tx == 13'd5208)
            begin
                Counter_tx <= 0;
                tx_clk <= 1;
            end
            else
            begin
                Counter_tx <= Counter_tx + 1;
                tx_clk <= 0;
            end
        end
    end
    always@(posedge clk)
    begin
        if(reset)
        begin
            Counter_rx <= 0;
            rx_clk <= 0;
        end
        else
        begin
            if(Counter_rx == 9'd324)
            begin
                Counter_rx <= 0;
                rx_clk <= 1;
            end
            else
            begin
                Counter_rx <= Counter_rx + 1;
                rx_clk <= 0;
            end
        end
    end
endmodule
`timescale 1ns / 1ps
module FIFO #(  parameter FIFO_WIDTH = 8,
                parameter FIFO_DEPTH = 16,
                parameter FIFO_addr = 5)
    (
    input wr_clk,rd_clk,
    input wr_reset,rd_reset,
    input wr_en,rd_en,
    input [FIFO_WIDTH-1 : 0] data_in,
    output wire full,empty,
    output wire [FIFO_WIDTH-1:0] data_out
    );
    wire [FIFO_addr-1:0] wr_ptr_gr,wr_ptr,rd_ptr_gr,rd_ptr,wr_ptr_gr_syn,rd_ptr_gr_syn;
    FIFO_wptr F0 (  .rd_ptr_gr_syn(rd_ptr_gr_syn), .wr_clk(wr_clk),
                    .wr_en(wr_en), .wr_reset(wr_reset), 
                    .wr_ptr_gr(wr_ptr_gr), .wr_ptr(wr_ptr), 
                    .wr_full(full));
    synchronizer F1 (.data_in(wr_ptr_gr), .clk(rd_clk), .reset(rd_reset),
                        .data_out(wr_ptr_gr_syn));
    FIFO_rptr F2 (  .wr_ptr_gr_syn(wr_ptr_gr_syn), .rd_clk(rd_clk),
                    .rd_en(rd_en), .rd_reset(rd_reset),
                    .rd_ptr_gr(rd_ptr_gr), .rd_ptr(rd_ptr),
                    .rd_empty(empty));
    synchronizer F3 (.data_in(rd_ptr_gr), .clk(wr_clk), .reset(wr_reset),
                        .data_out(rd_ptr_gr_syn));
    FIFO_mem F4 (   .wr_clk(wr_clk), .rd_clk(rd_clk), 
                    .wr_reset(wr_reset), .rd_reset(rd_reset),
                    .wr_en(wr_en), .rd_en(rd_en), .wr_full(full), 
                    .wr_ptr(wr_ptr), .rd_ptr(rd_ptr),
                    .wr_data(data_in), .rd_data(data_out));                                                                                 
endmodule
`timescale 1ns / 1ps
module FIFO_mem #(parameter FIFO_Width = 8, parameter FIFO_Depth = 16,
            parameter FIFO_addr = 5)(
    input wr_clk,
    input wr_en,
    input wr_full,
    input wr_reset,
    input [FIFO_Width-1:0] wr_data,
    input [FIFO_addr-1:0] wr_ptr,
    input rd_clk,
    input rd_en,
    input rd_reset,
    input [FIFO_addr-1:0] rd_ptr,
    output reg [FIFO_Width-1:0] rd_data
    );
    wire wr_en_s;
    reg [FIFO_Width-1:0] mem [0:FIFO_Depth-1];
    integer i;
    assign wr_en_s = wr_en & ~wr_full;
    always@(posedge wr_clk or posedge wr_reset)
    begin
        if(wr_reset)
        begin
            for(i=0;i<FIFO_Depth;i=i+1)
            begin
                mem[i] <= 0;
            end
        end
        else
        begin
            if(wr_en_s)
            begin
                mem[wr_ptr] <= wr_data;
            end
        end
    end
    always@(posedge rd_clk or posedge rd_reset)
    begin
        if(rd_reset)
        begin
            rd_data <= 0;
        end
        else
        begin
            if(rd_en)
            begin
                rd_data <= mem[rd_ptr];
            end
        end
    end
endmodule
`timescale 1ns / 1ps
module FIFO_rptr #(parameter FIFO_addr = 5)(
    input [FIFO_addr-1:0] wr_ptr_gr_syn,
    input rd_clk,
    input rd_en,
    input rd_reset,
    output wire [FIFO_addr-1:0] rd_ptr_gr,
    output reg [FIFO_addr-1:0] rd_ptr,
    output wire rd_empty
    );
    reg empty;
    wire [FIFO_addr-1:0] wr_ptr;
    always@(posedge rd_clk or posedge rd_reset)
    begin
        if(rd_reset)
        begin
            rd_ptr <= 0;
        end
        else
        begin
            if(rd_en && !empty)
            begin
                rd_ptr <= rd_ptr + 1;                
            end
        end
    end
    always@(posedge rd_clk or posedge rd_reset)
    begin
        if(rd_reset)
        begin
            empty <= 0;
        end
        else
        begin
            empty <= rd_empty; 
        end
    end
    assign rd_ptr_gr = rd_ptr ^ (rd_ptr >> 1); 
    assign wr_ptr[FIFO_addr-1] = wr_ptr_gr_syn[FIFO_addr-1];
    genvar i;
    generate 
        for(i=0;i<FIFO_addr-1;i=i+1)
        begin
            assign wr_ptr[i] = wr_ptr[i+1] ^ wr_ptr_gr_syn[i];
        end
    endgenerate
    assign rd_empty = (wr_ptr == rd_ptr) ? 1'b1 : 1'b0;    
endmodule
`timescale 1ns / 1ps
module FIFO_wptr #(parameter FIFO_addr = 5)(
    input [FIFO_addr-1:0] rd_ptr_gr_syn,
    input wr_clk,
    input wr_en,
    input wr_reset,
    output wire [FIFO_addr-1:0] wr_ptr_gr,
    output reg [FIFO_addr-1:0] wr_ptr,
    output reg wr_full
    );
    wire full;
    wire [FIFO_addr-1:0] rd_ptr;
    always@(posedge wr_clk or posedge wr_reset)
    begin
        if(wr_reset)
        begin
            wr_ptr <= 0;
        end
        else
        begin
            if(wr_en && !full)
            begin
                wr_ptr <= wr_ptr + 1;                
            end
        end
    end
    always@(posedge wr_clk or posedge wr_reset)
    begin
        if(wr_reset)
        begin
            wr_full <= 0;
        end
        else
        begin
            wr_full <= full; 
        end
    end
    assign wr_ptr_gr = wr_ptr ^ (wr_ptr >> 1); 
    assign rd_ptr[FIFO_addr-1] = rd_ptr_gr_syn[FIFO_addr-1];
    genvar i;
    generate 
        for(i=0;i<FIFO_addr-1;i=i+1)
        begin
            assign rd_ptr[i] = rd_ptr[i+1] ^ rd_ptr_gr_syn[i];
        end
    endgenerate
    assign full =   (wr_ptr[FIFO_addr-2:0] == rd_ptr[FIFO_addr-2:0]) && 
                    (wr_ptr[FIFO_addr-1]!=rd_ptr[FIFO_addr-1]);    
endmodule
`timescale 1ns / 1ps
module UART_FIFO(
    input clk,
    input reset,
    input [7:0] data_in,
    input data_valid,
    output [7:0] data_out
    );
    wire tx_clk, rx_clk;
    wire tx_fifo_full, tx_fifo_empty;
    wire rx_fifo_full, rx_fifo_empty;
    wire tx_busy,rx_busy; 
    wire rx_done;
    reg rx_reset_garbage; 
    wire [7:0] tx_fifo_data_out;
    wire [7:0] rx_data;
    wire serial_data;
    reg rx_read_enable;
    reg tx_start;
    reg tx_fifo_wr_en,tx_fifo_rd_en;
    reg rx_fifo_wr_en;
    wire rx_fifo_rd_en;
    reg [7:0] tx_data;
    always@(posedge clk or posedge reset)
    begin
        if(reset)
        begin
            tx_fifo_wr_en <= 0;
            rx_read_enable <= 0;
        end
        else
        begin
            tx_fifo_wr_en <= data_valid;
        end
    end
    assign rx_fifo_rd_en = ~rx_fifo_empty;
    always@(posedge tx_clk or posedge reset)
    begin
        if(reset)
        begin
            tx_start <= 0;
            tx_data <= 0;
            tx_fifo_rd_en <= 0;
        end
        else
        begin
            if((tx_fifo_empty==0)&&(tx_busy==0))
            begin
                tx_start =1'b1;
                tx_fifo_rd_en = 1'b1;
            end
            else
            begin
                tx_start =1'b0;
                tx_fifo_rd_en = 1'b0;
            end
            tx_data <= tx_fifo_data_out;
        end
    end
    always@(posedge rx_clk or posedge reset)
    begin
        if(reset)
        begin
            rx_fifo_wr_en <= 0;
            rx_reset_garbage <= 0;
        end
        else
        begin
            if(rx_done)
                rx_reset_garbage <= 1;
            rx_fifo_wr_en <= ~rx_fifo_full & rx_done;
        end
    end
    Baud_Rate_Generator m0 (.clk(clk), .reset(reset), 
                .tx_clk(tx_clk), .rx_clk(rx_clk));
    UART_TX m1 (.tx_clk(tx_clk), .reset(reset), 
                .tx_start(tx_start), .tx_data(tx_data), 
                .tx_busy(tx_busy), .tx_serial(serial_data));
    FIFO m2 (.wr_clk(clk), .rd_clk(tx_clk),  
                .wr_reset(reset), .rd_reset(reset), 
                .wr_en(tx_fifo_wr_en), .rd_en(tx_fifo_rd_en),
                .data_in(data_in), 
                .full(tx_fifo_full), .empty(tx_fifo_empty),
                .data_out(tx_fifo_data_out));
    UART_RX m3 (.rx_clk(rx_clk), .reset(reset),
                .rx_serial(serial_data),
                .rx_busy(rx_busy), .rx_data(rx_data),
                .rx_done(rx_done));
    FIFO m4 (.wr_clk(rx_clk), .rd_clk(clk),  
                .wr_reset(reset), .rd_reset(reset), 
                .wr_en(rx_fifo_wr_en), .rd_en(rx_fifo_rd_en),
                .data_in(rx_data), 
                .full(rx_fifo_full), .empty(rx_fifo_empty),
                .data_out(data_out));                     
endmodule
`timescale 1ns / 1ps
module UART_RX #(   parameter Width = 8,
                    parameter Depth = 16,
                    parameter Addr = 5)(
    input rx_clk,
    input reset,
    input rx_serial,
    output rx_busy,
    output [7:0] rx_data,
    output reg rx_done
    );
    localparam  IDLE = 3'b000,
                START = 3'b001,
                DATA = 3'b010,
                HOLD1 = 3'b011,
                HOLD2 = 3'b100,
  				PARITY = 3'b101,
                STOP = 3'b110;
    reg [2:0] state, next_state;
    reg [2:0] count;
    reg test;
    reg [7:0] data_reg;
    reg [7:0] sample_cnt;
  	wire parity_bit;
    always@(posedge rx_clk or posedge reset)
    begin
        if(reset)
        begin
            state <= IDLE;
        end
        else
        begin
            state <= next_state;
        end
    end
    always@(*)
    begin
        case(state)
            IDLE:   next_state = rx_serial ? IDLE : START;
            START:  next_state = (sample_cnt == 16) ? DATA : START; 
          	DATA:   next_state = ((count == 7) && (sample_cnt == 16)) ? PARITY : DATA;
          	PARITY:	next_state = (sample_cnt == 16) ? ((parity_bit != rx_serial) ? IDLE : STOP) : PARITY;  
            STOP:   next_state = (sample_cnt == 16) ? (rx_serial ? IDLE : STOP) : STOP; 
            default:next_state = IDLE;
        endcase
    end
    always@(posedge rx_clk or posedge reset)
    begin
        if(reset)
        begin
            data_reg <= 8'd0;
            rx_done <= 1'b0;
            count <= 0;
        end
        else
        begin
            rx_done <= 0;                                               
            if((state == DATA || state == START) && sample_cnt == 16)
            begin
                count <= count + 1;
                test <= rx_serial;
                data_reg <= {rx_serial,data_reg[7:1]};
            end
            else if((state == STOP) && sample_cnt == 16)
            begin
                if(rx_serial)  
                begin
                    rx_done <= 1'b1;  
                end
                else
                begin
                    rx_done <= 1'b0;
                end
            end
        end
    end
    always@(posedge rx_clk or posedge reset)
    begin
        if(reset)
        begin
            sample_cnt <= 0;
        end
        else
        begin
            if(sample_cnt == 16)
            begin
                sample_cnt <= 0;
            end
            else if(state == IDLE)
                sample_cnt <= 0;
            else
            begin
                sample_cnt <= sample_cnt + 1;
            end
        end
    end
    assign parity_bit = ^data_reg; 
    assign rx_busy = (state != IDLE);
	assign rx_data = data_reg;	
endmodule
`timescale 1ns / 1ps
module UART_TX #(   parameter Width = 8,
                    parameter Depth = 16,
                    parameter Addr = 5)(
    input tx_clk,
    input reset,
    input tx_start,
    input [7:0] tx_data,
    output tx_busy,
    output reg tx_serial
    );
    localparam  IDLE = 3'b000,
                START = 3'b001,
                DATA = 3'b010,
  				PARITY = 3'b011,
                STOP = 3'b100;
    reg [2:0] state, next_state;
    reg [2:0] count;
    reg [7:0] data_reg;
  	wire parity_bit;
    always@(posedge tx_clk or posedge reset)
    begin
        if(reset)
        begin
            state <= IDLE;
        end
        else
        begin
            state <= next_state;
        end
    end
    always@(*)
    begin
        case(state)
            IDLE:   next_state = tx_start ? START : IDLE;
            START:  next_state = DATA;
          	DATA:   next_state = (count == 7) ? PARITY : DATA;
          	PARITY:	next_state = STOP;
            STOP:   next_state = IDLE; 
            default:next_state = IDLE;
        endcase
    end
    always@(posedge tx_clk or posedge reset)
    begin
        if(reset)
        begin
            count <= 0;
        end
        else
        begin
            case(state)
                IDLE:   begin
                            count <= 0;
                            data_reg <= 0;
                        end
                START:  begin
                            count <= 0;
                            data_reg <= tx_data;
                        end
                DATA:   begin
                            count <= count + 1'b1;                            
                        end
                STOP:   begin
                            count <= 0;
                        end                        
                default:count <= 0;
            endcase
        end
    end
    always@(posedge tx_clk or posedge reset)
    begin
        if(reset)
        begin
            tx_serial <= 1;
        end
        else
        begin
            case(state)
                IDLE:   begin
                            tx_serial <= 1'b1;
                        end
                START:  begin
                            tx_serial <= 1'b0; 
                        end
                DATA:   begin
                            tx_serial <= data_reg[count]; 
                        end
              	PARITY:	begin
                  			tx_serial <= parity_bit; 
                		end
                STOP:   begin
                            tx_serial <= 1'b1; 
                        end                        
                default:tx_serial <= 1'b1;
            endcase
        end
    end
    assign parity_bit = ^tx_data; 
    assign tx_busy = (state != IDLE);                           
endmodule
`timescale 1ns / 1ps
module synchronizer #(width = 5)(
    input [width-1:0] data_in,
    input clk,
    input reset,
    output reg [width-1:0] data_out
    );
    reg [width-1:0] sync0;
    always@(posedge clk)
    begin
        if(reset)
        begin
            sync0 <= 0;
            data_out <= 0;
        end
        else
        begin
            sync0 <= data_in;
            data_out <= sync0;
        end
    end
endmodule
==> flow/run.sh <==
#!/bin/bash
# OpenROAD 26Q1-2900-gdf79404cd8, Yosys 0.63+post, stock flow scripts
make -C /OpenROAD-flow-scripts/flow DESIGN_CONFIG=/design/flow/config.mk WORK_HOME=/design/flow/orfs finish
==> flow/config.mk <==
export PLATFORM = sky130hd
export DESIGN_NAME = UART_FIFO
export DESIGN_NICKNAME = UART_FIFO
export VERILOG_FILES = /design/flow/design.v
export SDC_FILE = /design/flow/constraint.sdc
export NUM_CORES = 4
export LEC_CHECK = 1
export CORE_UTILIZATION = 50
==> flow/constraint.sdc <==
current_design UART_FIFO

set clk_period 4.2
set clk_io_pct 0.2

create_clock -name clk0 -period $clk_period [get_ports {clk}]

set non_clock_inputs [all_inputs -no_clocks]
set_input_delay [expr $clk_period * $clk_io_pct] -clock clk0 $non_clock_inputs
set_output_delay [expr $clk_period * $clk_io_pct] -clock clk0 [all_outputs]
==> impl_metrics.yaml <==
# generated from flow reports
timing:
  worst_pin_slew_ns: 0.8049
  hold_ws_ns: 0.4273
  drv_slew: 0
  worst_slack_ns: 1.493
  clock.fmax_mhz: 369.4
  unclocked_pins: 218
  untimed_endpoints: 226
  min_period_over_period: 0.6445
  slew_headroom: 0.4634
  final_hold_viol_count: 0
  tns_ns: 0
  final-setup-viol-count: 0
  fin_crit_ns: 2.707
  rsz0062_at_grt: "no"
  finClkSkew_ns: 0.01777
placed_design:
  place.gp.congestion: 0.8612
  dpl.hpwl_mm: 25.35
  dp_slack_ns: 1.509
  place.port_buffers: 18
  placed_area_um2: 18810
synth:
  ys_area_um2: 18170
  seq_area_frac_synth: 0.5506
  synth-seq-cells: 411
  yosys_warnings: 9
  synth_area_per_cell_um2: 12.63
  ys_top_cells_by_area: "dfrtp_1 (46%), mux2_2 (17%), dfxtp_1 (7.0%)"
  async_reset_ff_frac: 0.8248
  synth_cell_type_count: 58
  ff_type: "dfrtp_1"
  synth.largest_area_cell: "dfrtp_1"
  syn_inst: 1439
  yosys_cells: 1439
  synth-edff-count: 8
  top_cell_area_share: 0.4640
  synth.cell_area_um2: 18170
drt:
  n_antenna_cell: 0
  wl_mm: 38.88
  drcViolationCount: 0
  drtPass1Iterations: 6
  via_per_inst: 5.752
  drtAntennaViolNets: 0
  via_count: 10870
  wl_per_cell_um: 20.58
  drtIter0Drc: 597
floorplan:
  die_h_um: 192.7
  design.core.area_um2: 35660
  die_area_um2: 37120
  io-pin-count: 19
  rows: 69
  die_x_um: 192.7
  fp_util: 0.5097
clock_tree:
  cts_resized: 0
  cts_buffers: 17
  cts_setup_buffers: 0
  clk_pin_slew_ns: 0.08
  clk_path_buf_depth: 2
  cts_tree: "built"
  clock_latency_ns: 0.44
  cts_max_level: 4
  hold_buffers: 0
  cts_root_buffer: "clkbuf_16"
power_and_ir_drop:
  power.density_nw_per_um2: 300.9
  leakage_nw: 8.613
  fin_total_pwr_mw: 5.841
  peakVddDrop_mv: 0.2922
global_route:
  grt_pass1_vias: 10850
  grt.overflow.total: 0
  grt_pass1_wl_mm: 62.16
  grt_max_degree: 96
  track_usage: 0.2304
  antenna_found_initial: 0
critical_path:
  critPathKind: "flop to flop"
  start_kind: "flop"
  cp-end-kind: "flop"
  cp.required_ns: 4.52
  arrival_ns: 3.03
  crit_path_max_fanout: 17
run:
  maxCapViolCount: 0
  warning_count: 55
cells_and_area:
  finalInstanceArea_um2: 19410
  layout-drive-gt1-share: 0.2493
  area_growth_pct: 6.802
  fillers: 2995
  top_regs: "m2.F4.mem x128, m4.F4.mem x128, m0.Counter_tx x13"
min_path:
  hp-class: "input port to async pin"
run_status:
  status: "finished clean"
[synth_stat cells, types with 3 or more instances]
cell	number
dfrtp_1	337
mux2_2	282
clkbuf_1	77
nand2_1	68
dfxtp_1	64
a22o_1	60
nor2_1	58
xnor2_1	52
ha_1	48
nor2b_1	48
a22oi_1	46
inv_1	41
xor2_1	26
nand3_1	25
and2_1	21
a222oi_1	20
a21oi_1	14
mux2i_1	13
o21ai_0	12
nor3_1	10
edfxtp_1	8
nand2b_1	8
a221oi_1	7
buf_1	7
nand4_1	7
nor4_1	6
o2111ai_1	6
o22ai_1	6
a31oi_1	5
and3_1	5
a32oi_1	4
nor4b_1	4
or2_2	4
a41oi_1	3
buf_2	3
nor3b_1	3
o211ai_1	3
[metrics by stage]
stage	cells	utilization
6_report	1889	0.5444
3_5_place_dp	1857	0.5276
2_1_floorplan	1439	-
4_1_cts	1889	0.5444
5_1_grt	1889	0.5444
3_3_place_gp	1857	0.5276
[placed cells by master, fill, tap and decap left out, types with 7 or more instances in the layout]
cell             count
dfrtp_1            337
mux2_2             282
nand2_1             68
dfxtp_1             63
a22o_1              60
nor2_1              58
xnor2_1             52
nor2b_1             48
ha_1                48
a22oi_1             46
inv_1               40
xor2_1              26
nand3_1             25
buf_4               25
and2_1              21
a222oi_1            20
clkbuf_16           17
clkdlybuf4s50_1     17
a21oi_1             14
mux2i_1             13
o21ai_0             12
nor3_1              10
nand2b_1             8
edfxtp_1             8
a221oi_1             7
nand4_1              7
[metal layers]
metal	up-vias	GRT usage	share of wire	routed length (um)
li1	5085	-	-	-
met1	5533	0.3752	0.48	18500
met2	221	0.3439	0.46	17760
met3	27	0.04806	0.053	2078
met4	0	0.02968	0.014	540
met5	-	0	0	0
[power by group]
group | total, mW | switching, mW | internal (mW)
clock network | 1.65 | 0.831 | 0.821
logic | 1.31 | 0.535 | 0.777
registers | 2.88 | 0.358 | 2.52
total | 5.84 | 1.72 | 4.12
[layout make-up]
class / count / area, um2 / area share
tap: 461 / 576.8 / 0.02972
clock buffer: 18 / 439.2 / 0.02262
timing repair buffer: 44 / 382.9 / 0.01972
inverter: 41 / 157.7 / 0.008122
sequential: 411 / 10010 / 0.5157
multi-input combinational: 900 / 7684 / 0.3958
clock inverter: 14 / 160.2 / 0.008251
[path summary, 6_finish.rpt]
check / from / end / slack [ns] / cells past startpoint
setup / recovery: m4.F2.rd_ptr[1]$_DFFE_PP0P_ / m4.F4.rd_data[0]$_DFFE_PP0P_ / 1.49 / 6
hold / removal: reset / m2.F4.mem[9][5]$_DFFE_PP0P_ / 0.43 / 2
setup reg to reg: m4.F2.rd_ptr[1]$_DFFE_PP0P_ / m4.F4.rd_data[0]$_DFFE_PP0P_ / 1.49 / 6
hold reg to reg: m2.F3.sync0[4]$_SDFF_PP0_ / m2.F3.data_out[4]$_SDFF_PP0_ / 0.44 / 1
max in group asynchronous: reset / m2.F4.mem[8][3]$_DFFE_PP0P_ / 2.36 / 4
min in group clk0: m2.F3.sync0[4]$_SDFF_PP0_ / m2.F3.data_out[4]$_SDFF_PP0_ / 0.44 / 1
[worst max-delay path, cell delays in order (launching register included)]
cell,delay [ns]
dfrtp_1,0.47
ha_1,0.69
o31ai_1,0.20
nand2_1,0.45
o2111ai_1,0.21
o32a_1,0.32
mux2_2,0.26
[kinds of logic (layout without fill, tap and decap cells)]
| family | after synthesis | after routing | share of synthesized area |
|---|---|---|---|
| DFF | 411 | 411 | 0.5506 |
| muxes | 297 | 297 | 0.1844 |
| and+or+nand+nor | 276 | 276 | 0.07800 |
| AOI/OAI and AO/OA | 200 | 200 | 0.08846 |
| buffers and inverters | 128 | 117 | 0.02664 |
| xor gates and xnor gates | 79 | 79 | 0.03890 |
| adders and majority gates | 48 | 48 | 0.03304 |
